<file path="flow/constraint.sdc">
current_design segment_counter

set clk_period 2.6
set clk_io_pct 0.2

create_clock -name clk0 -period $clk_period [get_ports {clk}]
create_clock -name clk1 -period $clk_period [get_ports {hold}]

set non_clock_inputs [all_inputs -no_clocks]
set_input_delay [expr $clk_period * $clk_io_pct] -clock clk0 $non_clock_inputs
set_output_delay [expr $clk_period * $clk_io_pct] -clock clk0 [all_outputs]
</file>
<file path="flow/config.mk">
export PLATFORM = sky130hd
export DESIGN_NAME = segment_counter
export DESIGN_NICKNAME = segment_counter
export VERILOG_FILES = /design/flow/design.v
export SDC_FILE = /design/flow/constraint.sdc
export NUM_CORES = 4
export LEC_CHECK = 1
export CORE_UTILIZATION = 30
</file>
<file path="flow/design.v">
module segment_counter
(
	clk,
	rst,
	hold,
	seg_led_1,
	seg_led_2,
	led,
);
	input clk,rst;
	input	hold;
	output reg	[8:0]	seg_led_1,seg_led_2;
	output reg	[7:0] led;
	reg		clk_divided;
	reg		hold_flag;
	reg		back_to_zero_flag	=	0;
	reg   	[6:0]  seg		[9:0];  
	reg 		[23:0]	cnt;
	reg		[3:0]	cnt_ge;
	reg		[3:0]	cnt_shi;
	reg		[3:0] cnt_fen;
	parameter	PERIOD=750000;	 
	initial 
	begin
		seg[0] = 7'h3f;	    
		seg[1] = 7'h06;	    
		seg[2] = 7'h5b;	    
		seg[3] = 7'h4f;	    
		seg[4] = 7'h66;	    
		seg[5] = 7'h6d;	    
		seg[6] = 7'h7d;	    
		seg[7] = 7'h07;	    
		seg[8] = 7'h7f;	    
		seg[9] = 7'h6f;	    
	end
	always @ (posedge clk) begin		 
			if (!rst == 1) begin
				cnt <= 0;
				clk_divided <= 0; end
			else begin
				if (cnt < PERIOD-1)
					cnt <= cnt + 1;
				else begin
					cnt <= 0;
					clk_divided <= ~clk_divided; end
				end
		end
	always @ (*) begin
		if (!rst == 1)
			back_to_zero_flag <= 1;
		else if (((cnt_fen*60) + (cnt_shi*10) + cnt_ge)==480)
			back_to_zero_flag <= 1;
		else
			back_to_zero_flag <= 0;
		end
	always @ (posedge hold)
		hold_flag <= ~hold_flag;
	always @ (posedge clk_divided or posedge back_to_zero_flag) begin
		if (back_to_zero_flag == 1) begin
			cnt_ge <= 0;
			cnt_shi <= 0;
			cnt_fen = 0;end
		else if (cnt_shi == 5) begin
			if (cnt_ge == 9)begin
			cnt_ge <= 0;
			cnt_shi <= 0;
			cnt_fen <= cnt_fen + 1; end
			else cnt_ge <= cnt_ge + 1;
		end
		else if (cnt_ge == 9) begin
			cnt_ge <= 0;
			cnt_shi <= cnt_shi + 1; end
		else if (hold_flag == 1)
			cnt_ge <= cnt_ge;
		else
			cnt_ge <= cnt_ge + 1;
		end
always @ (cnt_fen)
	begin
		case(cnt_fen)                                                    
			3'b000:	led=8'b1111_1111;                          
			3'b001:	led=8'b1111_1110;                          
			3'b010:	led=8'b1111_1100;
			3'b011:	led=8'b1111_1000;
			3'b100:	led=8'b1111_0000;
			3'b101:	led=8'b1110_0000;
			3'b110:  led=8'b1100_0000;
			3'b111:	led=8'b1000_0000;
			default: ;
		endcase
	end
	always @ (cnt_ge) begin
		seg_led_2[8:0] <= {2'b00,seg[cnt_ge]};
	 	end
	always @ (cnt_shi) begin
		seg_led_1[8:0] <= {2'b00,seg[cnt_shi]};
	 	end
endmodule
</file>
<file path="flow/run.sh">
#!/bin/bash
# OpenROAD 26Q1-2900-gdf79404cd8, Yosys 0.63+post, stock flow scripts
make -C /OpenROAD-flow-scripts/flow DESIGN_CONFIG=/design/flow/config.mk WORK_HOME=/design/flow/orfs finish
</file>
==> results.txt <==
Chip Area, Yosys: 0.00307 mm2
Hold-fix buffers, CTS: 0
Compound-Gate Fraction of Synth Area: 0.113
PD cells: 190 mW/mm2
Syn Area/Cell: 9.06 um2
Post-Syn Instances: 339
Worst slew margin: 0.616
Mux area share: 0.00733
Cell chain of the critical path: ha_1 > a311oi_1 > nor3_1 > a31oi_2 > nand3_2 > o21ba_4
Antenna Cells: 0
TritonCTS buffer count: 3
Most frequent cells after synthesis: ha_1 (48), nand2_1 (34), nor2_1 (30), inv_1 (28), dfxtp_1 (26)
XOR/XNOR share of the synthesized area: 0.0855
Worst EP arrival: 2190 ps
Post-synthesis async set-or-reset flop share: 0.267
Number of global-route vias before repair: 2128
Final TNS setup: 0 ps
# setup viols final: 0
Layout cells sized above 1: 0.0359
Placed Cells incl. Taps: 491
# Cells Yosys: 339
Post-synth EDFFs: 0
Hold Violations, Final: 0
Gr ovfl total: 0
Area share, top type: 0.196
CP startpoint kind: flop
Die ar.: 0.0106 mm2
DRT Wirelength: 5090 um
Final Max Slew Viols: 0
RSZ-0062 raised after global routing: no
Via count: 2218
Mapped cell area: 0.00307 mm2
Switch share: 0.193
CP peak stage delay: 370 ps
H-tree depth: 1
Design Power: 0.658 mW
CTS max path bufs: 2
Antenna-violating nets left: 0
Routability cong.: 0.834
Peak VDD IR: 0.164 mV
CTS resizes: 0
Buf/Inv on CP: 0
DRT iter0 DRCs: 57
Register pins left without a clock: 19
Tightest Pin Transition: 576 ps
Post-route insts no fill: 495
Clock power share: 0.340
Clock slew seen by the registers of the worst setup and hold paths: 80 ps
Synth Flop Type: dfxtp_1
Critical path's slowest cell: nand3_2
Routed len/inst: 10.3 um
Vias/cell: 4.48
And+or+nand+nor area frac: 0.180
Synth Warn #: 42
P_int: 0.531 mW
Fp_density: 0.311
Most common cell in the netlist: ha_1
FF+latch count, synth: 45
Crit Path Max Fanout: 20
Pleak: 1.50 nW
Core area: 0.00986 mm2
First-pass GRT wire length: 9270 um
Max cap viols: 0
Comb power frac: 0.019
CP top delay family: AND-OR/OR-AND gates
Dominant comb cell: adder cells
Post CTS Setup Buffer Count: 0
CP Class: flop to flop
Remaining DRCs: 0
Site Rows: 36
TritonCTS clock tree: done
First-pass DRT Iterations: 4
Endpoint type of the worst setup path: flop
Die X-Extent: 103 um
Initial antenna violation count: 0
Endpoints left unconstrained: 40
Global Route Usage Sum: 0.108
DP HPWL: 4160 um
Syn-to-layout area delta: 12.8%
OpenROAD warning count: 49
Skew final: 7.11 ps
Largest net degree at the start of global routing: 21
Ports: 29
Chip height: 103 um
Status: finished clean
Synth area leader: ha_1
Port Buf Inserts: 22
Adder share: 0.254
Unique masters post-synth: 46
Sequential Power Share: 0.642
Root buffer cell: clkbuf_8
Min-Delay Path Class: flop to flop
Req. time, crit path: 2810 ps
Post-layout util: 0.351
Cell area leaders: ha_1 (20%), dfxtp_1 (17%), dfrtp_1 (9.8%)
Switching power: 0.127 mW
## cell type report
type / count / area, um2
flip-flops and latches: 45 / 926
well taps: 133 / 166
inverters: 28 / 105
repair buffers: 22 / 220
multi-input cells: 263 / 2000
clock buffers: 4 / 45.0
fillers: 986 / 6400
## power groups by stage
stage	combinational (mW)	sequential (mW)	clock [mW]
4_1_cts	0.0128	0.423	0.228
5_1_grt	0.0150	0.424	0.244
6_report	0.0122	0.423	0.224
## through the flow
stage          area, um2  setup slack (ps)  hold slack, ps
2_1_floorplan       3100               999             367
3_3_place_gp        3420               647             380
3_5_place_dp        3420               596             384
4_1_cts             3460               570             385
5_1_grt             3460               453             430
6_report            3460               618             383
## cells by family (layout without fill, tap and decap cells)
family	Yosys count	in the layout
mux	2	2
compound gates	55	55
fa+ha+maj	57	57
flops	38	38
buf+inv	38	54
xor+xnor	30	30
other cells	2	9
simple gates	110	110
latches	7	7
## final timing paths
kind               slack, ps                  to         startpoint  cells past startpoint
setup / recovery         620  cnt[19]$_SDFF_PP0_  cnt[0]$_SDFF_PP0_                      6
hold / removal           380   hold_flag$_DFF_P_  hold_flag$_DFF_P_                      1
setup reg to reg         620  cnt[19]$_SDFF_PP0_  cnt[0]$_SDFF_PP0_                      6
hold reg to reg          380   hold_flag$_DFF_P_  hold_flag$_DFF_P_                      1
max in group clk1       2120   hold_flag$_DFF_P_  hold_flag$_DFF_P_                      1
min in group clk0        490   cnt[0]$_SDFF_PP0_  cnt[0]$_SDFF_PP0_                      1
## flip-flops by register name, summed over array words and instances, names as in the netlist
signal / flops
cnt_ge: 4
clk_divided: 1
led: 7
hold_flag: 1
cnt: 24
cnt_shi: 4
cnt_fen: 4
## routing by layer
| metal | track usage | wire length [um] |
|---|---|---|
| met2 | 0.186 | 2410 |
| met1 | 0.156 | 2550 |
| met4 | 0.00650 | 10 |
| met3 | 0.0116 | 121 |
| met5 | 0 | 0 |
## cells in the final DEF (no fill, tap or decap), types with 3 or more instances in the layout
| master | n |
|---|---|
| clkdlybuf4s50_1 | 22 |
| nor2b_1 | 4 |
| dfxtp_1 | 26 |
| a21o_1 | 3 |
| or4_1 | 3 |
| nor2_1 | 30 |
| nand2_1 | 34 |
| and3_1 | 3 |
| a21oi_1 | 16 |
| o21ai_0 | 17 |
| dfrtp_1 | 12 |
| a211oi_1 | 3 |
| xnor2_1 | 20 |
| nand3_1 | 15 |
| nand3_2 | 3 |
| inv_1 | 28 |
| conb_1 | 9 |
| nor3_1 | 6 |
| o21bai_1 | 3 |
| nand4_1 | 3 |
| xor2_1 | 10 |
| o31ai_1 | 3 |
| ha_1 | 48 |
| dlxtn_1 | 7 |
| fa_1 | 9 |
| clkbuf_8 | 3 |
Power figures rest on the tool's default switching activity, not on a simulated workload.
