`./design.v`:
```
module test1(
input clk,rst,recount,
output led
);
reg breath_flag;
reg [24:0]	breath_cnt1;
reg [24:0]	breath_cnt2;
parameter	BREATH=4800;
always @ (posedge clk or negedge rst) begin 
		if(!rst) begin
			breath_cnt1<=13'd0;
		end 
		else begin
			if(breath_cnt1 >= BREATH - 1) 
				breath_cnt1 <= 1'b0;
			else 
				breath_cnt1 <= breath_cnt1 + 1'b1; 
		end
	end
	always @ (posedge clk or negedge rst) begin
		if (!rst) begin
			breath_cnt2 <= 13'd0;
			breath_flag <= 1'b0;
		end
		else begin
			if (breath_cnt1 == BREATH - 1) begin
				if (!breath_flag) begin
					if (breath_cnt2 >= BREATH -1)
						breath_flag <= 1'b1;
					else breath_cnt2 <= breath_cnt2 + 1;
				end
				else begin
					if (breath_cnt2 <= 0)
						breath_flag <= 1'b0;
					else breath_cnt2 <= breath_cnt2 - 1;
				end
			end
			else breath_cnt2 <= breath_cnt2;
		end
	end
assign led = (breath_cnt1 < breath_cnt2) ? 1'b0:1'b1;
endmodule
```
`./config.mk`:
```
export PLATFORM = sky130hd
export DESIGN_NAME = test1
export DESIGN_NICKNAME = test1
export VERILOG_FILES = /design/flow/design.v
export SDC_FILE = /design/flow/constraint.sdc
export NUM_CORES = 4
export LEC_CHECK = 1
export CORE_UTILIZATION = 30
```
`./run.sh`:
```
#!/bin/bash
# OpenROAD 26Q1-2900-gdf79404cd8, Yosys 0.63+post, stock flow scripts
make -C /OpenROAD-flow-scripts/flow DESIGN_CONFIG=/design/flow/config.mk WORK_HOME=/design/flow/orfs finish
```
`./constraint.sdc`:
```
current_design test1

set clk_period 7.4
set clk_io_pct 0.2

create_clock -name clk0 -period $clk_period [get_ports {clk}]

set non_clock_inputs [all_inputs -no_clocks]
set_input_delay [expr $clk_period * $clk_io_pct] -clock clk0 $non_clock_inputs
set_output_delay [expr $clk_period * $clk_io_pct] -clock clk0 [all_outputs]
```
==> impl_metrics.py <==
# Generated from Yosys and OpenROAD reports
metrics = {
    "clock_network": {
        "cts_hold_buf": 0,
        "clockBufferDepth": 2,
        "cts.reportedPaths.clkPinSlew_ps": 60,
        "ctsRootBufferMaster": "clkbuf_16",
        "numCtsBuffers": 5,
        "cts-resized-gates": 0,
        "clock_latency_ps": 290,
        "postCtsSetupBuffers": 0,
        "cts.sinks": 51,
        "cts_tree": "built",
        "htree_levels": 2,
    },
    "critical_path": {
        "crit_path_end_kind": "output port",
        "crit_path_start_kind": "flip-flop",
        "arrival_ps": 2680,
        "crit_required_ps": 5920,
        "crit_path_top_delay_cell": "or4_1",
        "ff2ff_setup_slack_ps": 4540,
        "critPathMaxFanout": 7,
        "path_common_cell": "o21ai_0",
        "cp_cell_sequence": "ha_1, o21ai_0, nand2b_1, a21oi_1, or4_1, o221a_2, o21ai_0, clkdlybuf4s50_1",
        "critical_path.max_stage_delay_ps": 510,
        "path_class": "flip-flop to output port",
    },
    "yosys": {
        "ys_cells": 439,
        "ys_async_sr_fraction_pct": 100,
        "synthCells": 439,
        "top_area_share_pct": 33.6,
        "area_leaders": "dfrtp_1 34%, ha_1 16%, nand2_1 4.9%, o21ai_0 4.7%, a21oi_1 4.5%",
        "synthFlopType": "dfrtp_1",
        "synth-seq-area-share_pct": 33.6,
        "ys_warn_count": 1,
        "synth_flops": 51,
        "edf_count": 0,
        "netlist_area_mm2": 0.00379,
        "yosysTopAreaCell": "dfrtp_1",
        "yosys_area_mm2": 0.00379,
        "yosysMostFrequentCell": "dfrtp_1",
        "syn_avg_cell_area_um2": 8.64,
        "synth_cell_types": 47,
        "common_cells": "51 x dfrtp_1, 50 x nand2_1, 48 x ha_1",
    },
    "pwr": {
        "p_total_mw": 0.545,
        "swShare_pct": 20.7,
        "switchingPower_mw": 0.113,
        "p_per_area_mw_per_mm2": 130,
        "power_frac_seq_pct": 52.2,
        "leakage_nw": 1.78,
        "clockPowerShare_pct": 44.8,
        "internal-power_mw": 0.432,
        "ir_drop_v": 0.0000989,
        "comb_power_share_pct": 3.0,
    },
    "final_timing": {
        "final.min_clock_period_ps": 4160,
        "slew_headroom_pct": 54.6,
        "final.setup_skew_ps": 8.65,
        "hold_viol": 0,
        "max_freq_ghz": 0.240,
        "rsz0062_at_grt": "no",
        "setup_viol_count_final": 0,
        "tightest_slew_ps": 681,
        "slew_viol_final": 0,
        "finalClockPeriodUsage_pct": 56.3,
        "fin_tns_setup_ps": 0,
        "setup_ws_ps": 3240,
    },
    "flow_run": {
        "openroad.warnings": 26,
        "drv_cap": 0,
    },
    "global_routing": {
        "track_usage_pct": 13.3,
        "grt_pass1_wl_um": 14000,
        "antenna_found_initial": 0,
        "gr-total-overflow": 0,
        "grt_max_degree": 52,
        "grt_pass1_vias": 2926,
    },
    "placed_design": {
        "post-place-ws_ps": 3530,
        "place_inst": 616,
        "numPortBuffers": 2,
        "gp_congestion": 0.857,
        "dpl.hpwl_um": 6080,
    },
    "drt": {
        "wl_um": 7910,
        "ant_nets": 0,
        "num_vias": 3020,
        "wl_per_cell_um": 12.7,
        "drt_pre_antenna_iters": 4,
        "viasPerCell": 4.84,
        "drc": 0,
        "diodes": 0,
        "drtIter0Drc": 257,
    },
    "die": {
        "die_y_um": 114,
        "fp.coreArea_mm2": 0.0122,
        "io_pins": 4,
        "chipWidth_um": 114,
        "dieArea_mm2": 0.0131,
        "row_count": 40,
        "fp_util_pct": 31.2,
    },
    "layout": {
        "final_core_util_pct": 34.4,
        "syn_to_final_growth_pct": 10.3,
        "fin_cells": 624,
        "drive_gt1_share_pct": 3.51,
    },
    "status": {
        "status": "finished clean",
    },
    "hold_path": {
        "min_path_type": "flip-flop to flip-flop",
    },
}
## worst paths after layout
kind | start | end | cells after the start
hold reg to reg | breath_cnt1[0]$_DFF_PN0_ | breath_cnt1[0]$_DFF_PN0_ | 1
min in group asynchronous | rst | breath_cnt2[0]$_DFFE_PN0P_ | 2
setup / recovery | breath_cnt1[6]$_DFF_PN0_ | led | 8
hold / removal | breath_cnt1[0]$_DFF_PN0_ | breath_cnt1[0]$_DFF_PN0_ | 1
max in group asynchronous | rst | breath_cnt1[22]$_DFF_PN0_ | 2
setup reg to reg | breath_cnt2[6]$_DFFE_PN0P_ | breath_cnt2[22]$_DFFE_PN0P_ | 7
## metrics by stage
step / hold WS [ps] / cell area, um2
after detailed placement: 481 / 4030
final: 488 / 4180
after CTS: 492 / 4180
after global placement: 475 / 4030
after floorplan: 445 / 3840
after global routing: 533 / 4180
## metal layers
metal / wire length, um / vias up / track usage, %
met4: 87 / 0 / 1.21
met2: 3560 / 33 / 21.9
met3: 115 / 5 / 1.19
met1: 4150 / 1388 / 20.1
li1: - / 1594 / -
met5: 0 / - / 0
## worst max-delay path, delay by kind of cell, from the launching register on
kind	cells	cell delay [ps]
compound gates	4	540
buf+inv	1	510
flops	1	460
fa+ha+maj	1	310
simple gates	2	590
## power by group through the flow
stage | clock, mW | sequential (mW) | combinational (mW)
CTS | 0.251 | 0.284 | 0.0169
global route | 0.263 | 0.285 | 0.0197
finish | 0.244 | 0.284 | 0.0161
## flip-flops by register name (all words and copies together) (netlist names)
register	count
breath_cnt1	25
breath_cnt2	25
breath_flag	1
## logic make-up after synthesis
kind of cell,count (synthesis),share of synthesized area [%]
AOI/OAI and AO/OA,119,19.1
xor gates and xnor gates,31,7.15
adders and majority gates,49,16.4
buffers and inverters,39,4.65
DFF,51,33.6
muxes,3,0.824
other,1,0.0988
and+or+nand+nor,146,18.2
## cells in the final DEF (no fill, tap or decap), drive strengths merged, types with 4 or more instances in the layout
cell type  count
conb          12
nor2b          5
nand3         16
clkbuf         8
o31ai          7
ha            48
and3           6
buf            4
nand2b         5
a21oi         34
nor2          36
o21ai         41
o21a           4
nor3           6
a211oi         4
nor4           9
dfrtp         51
inv           32
nand4          6
a31oi          4
a21o          10
xnor2         15
nand2         50
xor2          16
## layout make-up
type,count,area (um2)
Sequential cell,51,1280
Multi-Input combinational cell,360,2380
Clock buffer,8,156
Fill cell,1222,7980
Inverter,32,120
Timing Repair Buffer,5,37.5
Tap cell,168,210
No activity file was given, so power comes from the tool's default toggle rates.
