File: flow/config.mk
export PLATFORM = sky130hd
export DESIGN_NAME = segment
export DESIGN_NICKNAME = segment
export VERILOG_FILES = /design/flow/design.v
export SDC_FILE = /design/flow/constraint.sdc
export NUM_CORES = 4
export LEC_CHECK = 1
export CORE_AREA = 10 10 70 70
export DIE_AREA = 0 0 80 80
File: flow/constraint.sdc
current_design segment

set clk_period 1.3
set clk_io_pct 0.2

create_clock -name clk0 -period $clk_period

set non_clock_inputs [all_inputs -no_clocks]
set_input_delay [expr $clk_period * $clk_io_pct] -clock clk0 $non_clock_inputs
set_output_delay [expr $clk_period * $clk_io_pct] -clock clk0 [all_outputs]
File: flow/design.v
module segment (seg_data_1,seg_data_2,seg_led_1,seg_led_2);
	input [3:0] seg_data_1;						 
	input [3:0] seg_data_2;						 
	output [8:0] seg_led_1;						 
	output [8:0] seg_led_2;						 
        reg [8:0] seg [9:0];               
        initial                            
	    begin
              seg[0] = 9'h3f;              
	      seg[1] = 9'h06;                   
	      seg[2] = 9'h5b;                   
	      seg[3] = 9'h4f;                   
	      seg[4] = 9'h66;                   
	      seg[5] = 9'h6d;                   
	      seg[6] = 9'h7d;                   
	      seg[7] = 9'h07;                   
	      seg[8] = 9'h7f;                   
	      seg[9] = 9'h6f;                   
            end
        assign seg_led_1 = seg[seg_data_1];                          
        assign seg_led_2 = seg[seg_data_2];
endmodule
File: flow/run.sh
#!/bin/bash
# OpenROAD 26Q1-2900-gdf79404cd8, Yosys 0.63+post, stock flow scripts
make -C /OpenROAD-flow-scripts/flow DESIGN_CONFIG=/design/flow/config.mk WORK_HOME=/design/flow/orfs finish
==> flow_metrics.env <==
# source this file to load flow results
export IMPL_timing_hold_violations_final=0
export IMPL_diodes=0
export IMPL_power_static_leakage_uw=0.000447
export IMPL_flops=0
export IMPL_crit_chain="buf_8 -> inv_4 -> buf_6 -> buf_12 -> ha_4 -> nand2b_4 -> buf_6 -> a22oi_2 -> buf_2"
export IMPL_clkPwrFrac_pct=0
export IMPL_fin_ws_ns=-0.0704
export IMPL_portBuffers=22
export IMPL_fin_tns_setup_ns=-0.221
export IMPL_firstDrtPassIters=3
export IMPL_hold_buffers=0
export IMPL_netlist_area_sq_um=402
export IMPL_ys_cells=53
export IMPL_fp_dieW_um=80
export IMPL_rows=21
export IMPL_fillers=357
export IMPL_dp_cells=132
export IMPL_tool_warnings=44
export IMPL_startpoint_type="input pin"
export IMPL_yosys_area_sq_um=402
export IMPL_path_max_fanout=2
export IMPL_p_switching_uw=97.3
export IMPL_power_per_cell_area_mw_per_mm2=256
export IMPL_post_route_util_pct=28.7
export IMPL_seq_area_sq_um=0
export IMPL_layout_min_cycle_time_ns=1.37
export IMPL_p_int_uw=154
export IMPL_ys_seq_share_pct=0
export IMPL_share_comb_of_total_power_pct=100.0
export IMPL_logic_area_sq_um=508
export IMPL_timing_worst_setup_path_type="input pin to output port"
export IMPL_chipArea_sq_mm=0.00640
export IMPL_outcome="finished with violations"
export IMPL_rsz0062_at_grt="true"
export IMPL_grt_pass1_wl_mm=2.30
export IMPL_place_gp_congestion=0.784
export IMPL_grt_max_degree=10
export IMPL_grt_pass1_vias=515
export IMPL_drive_gt1_share_pct=67.4
export IMPL_pin_count=26
export IMPL_antenna_found_initial=0
export IMPL_fp_util_pct=11.8
export IMPL_violations="setup timing"
export IMPL_overflow=0
export IMPL_crit_path_end_kind="output port"
export IMPL_slowest_stage="ha_4"
export IMPL_cp_data_arrival_time_ns=1.11
export IMPL_synth_avg_cell_area_sq_um=7.58
export IMPL_syn_to_final_growth_pct=144
export IMPL_core_sq_mm=0.00342
export IMPL_post_drt_wl_per_cell_um=9.84
export IMPL_finalPower_uw=251
export IMPL_avgViaCountPerCell=3.44
export IMPL_pwr_share_seq_pct=0
export IMPL_yosysUniqueCellTypes=17
export IMPL_die_h_um=80
export IMPL_required_ns=1.04
export IMPL_timing_critical_path_mode_cell="buf_6"
export IMPL_finalNonFillerCells=141
export IMPL_period_used_pct=105
export IMPL_dpl_instance_area_sq_um=747
export IMPL_ys_warn_count=1
export IMPL_remaining_drc_errors=0
export IMPL_most_common_cell="ha_1"
export IMPL_common_cells="ha_1, nand2b_1, nor2_1"
export IMPL_wl_mm=1.39
export IMPL_cap_violations=0
export IMPL_postLayoutCellArea_sq_um=981
export IMPL_nClkBuffers=0
export IMPL_slowest_delay_ns=0.12
export IMPL_largest_area_cell="ha_1"
export IMPL_min_path_type="input pin to output port"
export IMPL_ir_worst_vdd_v=0.0000866
export IMPL_topCellsByArea="ha_1, nand2b_1, a21o_1"
export IMPL_critPathBufInv=6
export IMPL_grt_usage_pct=4.13
export IMPL_finalMaxSlewViolations=0
export IMPL_drtIter0Drc=6
export IMPL_yosys_area_top_type_share_pct=37.4
export IMPL_setup_viol=5
export IMPL_crit_family="buffers and inverters"
export IMPL_antenna_left=0
export IMPL_netlist_instances=53
export IMPL_fmax_mhz=730
export IMPL_via_count=485
export IMPL_swShare_pct=38.8
export IMPL_hpwl_mm=1.01
-- placed cells by master (no fill, tap or decap), drive strengths merged --
master	instances
a21o	4
a22oi	2
and2	1
buf	38
clkbuf	1
clkdlybuf4s15	3
conb	4
dlygate4sd2	2
ha	12
inv	5
nand2	4
nand2b	7
nand3	2
nand3b	1
nor2	6
o211ai	1
o21bai	2
-- layout make-up --
class / instances / area share, %
multi-input cells: 46 / 51.8
well taps: 46 / 5.87
inverters: 5 / 2.68
repair buffers: 44 / 39.7
-- layer usage --
layer | global-route usage, % | wire [um]
met4 | 0 | 0
met2 | 6.82 | 651
met5 | 0 | 0
met1 | 5.87 | 682
met3 | 0.568 | 53
-- what timing repair did --
action	4_1_cts	5_1_grt
setup endpoints to repair	14	9
buffers inserted	7	3
hold endpoints to repair	0	0
resized	104	13
pin swaps	15	7
-- metrics by stage --
| step | hold WS [ns] | setup WS [ns] |
|---|---|---|
| floorplan | 0.554 | 0.150 |
| global placement | 1.59 | -0.791 |
| detailed placement | 1.60 | -0.810 |
| CTS | 0.893 | -0.158 |
| global route | 0.917 | -0.116 |
| finish | 0.892 | -0.0704 |
-- power groups by stage --
stage / Sequential [uW] / Clock, uW / Combinational [uW]
CTS: 0 / 0 / 227
global route: 0 / 0 / 277
finish: 0 / 0 / 251
-- cells by family (layout without fill, tap and decap cells) --
kind of cell | count (synthesis) | in the layout | share of synthesized area [%]
buffers and inverters | 10 | 49 | 15.0
AOI/OAI and AO/OA | 9 | 9 | 18.1
and+or+nand+nor | 21 | 21 | 28.7
other | 1 | 4 | 0.934
adders and majority gates | 12 | 12 | 37.4
-- worst paths after layout --
path | startpoint | endpoint | cells after the start
max | seg_data_2[1] | seg_led_2[4] | 9
min | seg_data_1[3] | seg_led_1[4] | 4
No activity file was given, so power comes from the tool's default toggle rates.
